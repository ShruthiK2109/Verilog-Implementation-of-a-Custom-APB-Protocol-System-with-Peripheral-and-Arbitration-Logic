===== ./run.sh =====
#!/bin/bash
# OpenROAD 26Q1-2900-gdf79404cd8, Yosys 0.63+post, stock flow scripts
make -C /OpenROAD-flow-scripts/flow DESIGN_CONFIG=/design/flow/config.mk WORK_HOME=/design/flow/orfs finish

===== ./design.v =====
module APB (
  input       wire        clk,
  input       wire        reset,
  input       wire        read_i,
  input       wire        write_i,
  output      wire        rd_valid_o,
  output      wire[31:0]  rd_data_o
);
  logic         rd_gnt;
  logic         wr_gnt;
  FIXED_PRIORITY_ARBITRER #(.NUM_PORTS(2)) arb (
    .req_i          ({read_i, write_i}),     
    .gnt_o          ({rd_gnt, wr_gnt})
  );
  logic         push;
  logic         pop;
  logic [1:0]   push_data;
  logic [1:0]   pop_data;
  logic         full;
  logic         empty;
  logic         psel;
  logic         penable;
  logic         pwrite;
  logic[31:0]   paddr;
  logic[31:0]   pwdata;
  logic         pready;
  logic[31:0]   prdata;
  assign push = |{rd_gnt, wr_gnt};
  assign push_data = {wr_gnt, rd_gnt};
  assign pop = ~empty & ~(psel & penable);
  fifo #(.DEPTH(16), .DATA_W(2)) fifo (
    .clk            (clk),
    .reset          (reset),
    .push_i         (push),
    .push_data_i    (push_data),
    .pop_i          (pop),
    .pop_data_o     (pop_data),
    .full_o         (full),
    .empty_o        (empty)
  );
  APB_MASTER apb_master (
    .clk            (clk),
    .reset          (reset),
    .cmd_i          (pop_data),
    .psel_o         (psel),
    .penable_o      (penable),
    .paddr_o        (paddr),
    .pwrite_o       (pwrite),
    .pwdata_o       (pwdata),
    .pready_i       (pready),
    .prdata_i       (prdata)
  );
  APB_SLAVE apb_slave (
    .clk            (clk),
    .reset          (reset),
    .psel_i         (psel),
    .penable_i      (penable),
    .paddr_i        (paddr[9:0]),
    .pwrite_i       (pwrite),
    .pwdata_i       (pwdata),
    .pready_o       (pready),
    .prdata_o       (prdata)
  );
  assign rd_valid_o = pready & ~pwrite;
  assign rd_data_o  = {32{rd_valid_o}} & prdata;
endmodule
module FIXED_PRIORITY_ARBITRER #(
  parameter NUM_PORTS = 4
)(
    input       wire[NUM_PORTS-1:0] req_i,
    output      wire[NUM_PORTS-1:0] gnt_o    
);
  assign gnt_o[0] = req_i[0];
  genvar i;
  for (i=1; i<NUM_PORTS; i=i+1) begin
    assign gnt_o[i] = req_i[i] & ~(|gnt_o[i-1:0]);
  end
endmodule
module APB_MASTER (
  input       wire        clk,
  input       wire        reset,
  input       wire[1:0]   cmd_i,
  output      wire        psel_o,
  output      wire        penable_o,
  output      wire[31:0]  paddr_o,
  output      wire        pwrite_o,
  output      wire[31:0]  pwdata_o,
  input       wire        pready_i,
  input       wire[31:0]  prdata_i
);
  typedef enum logic[1:0] {ST_IDLE = 2'b00, ST_SETUP = 2'b01, ST_ACCESS = 2'b10} apb_state_t;
  apb_state_t nxt_state;
  apb_state_t state_q;
  logic[31:0] rdata_q;
  always_ff @(posedge clk or posedge reset)
    if (reset)
      state_q <= ST_IDLE;
    else
      state_q <= nxt_state;
  always_comb begin
    nxt_state = state_q;
    case (state_q)
      ST_IDLE   : if (|cmd_i) nxt_state = ST_SETUP; else nxt_state = ST_IDLE;
      ST_SETUP  : nxt_state = ST_ACCESS;
      ST_ACCESS : begin
        if (pready_i) nxt_state = ST_IDLE;
      end
      default   : nxt_state = state_q;
    endcase
  end
  assign psel_o     = (state_q == ST_SETUP) | (state_q == ST_ACCESS);
  assign penable_o  = (state_q == ST_ACCESS);
  assign pwrite_o   = cmd_i[1];
  assign paddr_o    = 32'hDEAD_CAFE;
  assign pwdata_o   = rdata_q + 32'h1;
  always_ff @(posedge clk or posedge reset)
    if (reset)
      rdata_q <= 32'h0;
    else if (penable_o && pready_i)
      rdata_q <= prdata_i;
endmodule
module APB_SLAVE (
  input         wire        clk,
  input         wire        reset,
  input         wire        psel_i,
  input         wire        penable_i,
  input         wire[9:0]   paddr_i,
  input         wire        pwrite_i,
  input         wire[31:0]  pwdata_i,
  output        wire[31:0]  prdata_o,
  output        wire        pready_o
);
  logic apb_req;
  assign apb_req = psel_i & penable_i;
  SIMPLE_MEMORY_INTERFACE simple_memory_interface (
    .clk            (clk),
    .reset          (reset),
    .req_i          (apb_req),
    .req_rnw_i      (~pwrite_i),
    .req_addr_i     (paddr_i),
    .req_wdata_i    (pwdata_i),
    .req_ready_o    (pready_o),
    .req_rdata_o    (prdata_o)
  );
endmodule
module SIMPLE_MEMORY_INTERFACE (
  input       wire        clk,
  input       wire        reset,
  input       wire        req_i,
  input       wire        req_rnw_i,     
  input       wire[3:0]   req_addr_i,
  input       wire[31:0]  req_wdata_i,
  output      wire        req_ready_o,
  output      wire[31:0]  req_rdata_o
);
  logic [15:0][31:0] mem;
  logic mem_rd;
  logic mem_wr;
  logic req_rising_edge;
  logic [3:0] lfsr_val;
  logic [3:0] count;
  assign mem_rd = req_i &  req_rnw_i;
  assign mem_wr = req_i & ~req_rnw_i;
  edge_detector EDGE_DETECTOR (
    .clk            (clk),
    .reset          (reset),
    .a_i            (req_i),
    .rising_edge_o  (req_rising_edge),
    .falling_edge_o ( )
  );
  logic[3:0] count_ff;
  logic[3:0] nxt_count;
  always_ff @(posedge clk or posedge reset)
    if (reset)
      count_ff <= 4'h0;
    else
      count_ff <= nxt_count;
  assign nxt_count = req_rising_edge ? lfsr_val:
                                       count_ff + 4'h1;
  assign count = count_ff;
  lfsr LFSR (
    .clk            (clk),
    .reset          (reset),
    .lfsr_o         (lfsr_val)
  );
  always_ff @(posedge clk)
    if (mem_wr & ~|count)
      mem[req_addr_i] <= req_wdata_i;
  assign req_rdata_o = mem[req_addr_i] & {32{mem_rd}};
  assign req_ready_o = ~|count;
endmodule
module edge_detector (
  input     wire    clk,
  input     wire    reset,
  input     wire    a_i,
  output    wire    rising_edge_o,
  output    wire    falling_edge_o
);
  logic a_ff;
  always_ff @(posedge clk or posedge reset)
    if (reset)
      a_ff <= 1'b0;
    else
      a_ff <= a_i;
  assign rising_edge_o = ~a_ff & a_i;
  assign falling_edge_o = a_ff & ~a_i;
endmodule
module lfsr (
  input     wire      clk,
  input     wire      reset,
  output    wire[3:0] lfsr_o
);
  logic [3:0] lfsr_ff;
  logic [3:0] nxt_lfsr;
  always_ff @(posedge clk or posedge reset)
    if (reset)
      lfsr_ff <= 4'hE;
    else
      lfsr_ff <= nxt_lfsr;
  assign nxt_lfsr = {lfsr_ff[2:0], lfsr_ff[1] ^ lfsr_ff[3]};
  assign lfsr_o = lfsr_ff;
endmodule
module fifo #(
  parameter DEPTH   = 4,
  parameter DATA_W  = 1
)(
  input         wire              clk,
  input         wire              reset,
  input         wire              push_i,
  input         wire[DATA_W-1:0]  push_data_i,
  input         wire              pop_i,
  output        wire[DATA_W-1:0]  pop_data_o,
  output        wire              full_o,
  output        wire              empty_o
);
  typedef enum logic[1:0] {ST_PUSH = 2'b01,
                           ST_POP  = 2'b10,
                           ST_BOTH = 2'b11} fifo_state_t;
  parameter PTR_W = $clog2(DEPTH);
  logic [PTR_W:0] nxt_rd_ptr;
  logic [PTR_W:0] rd_ptr_q;
  logic [PTR_W:0] nxt_wr_ptr;
  logic [PTR_W:0] wr_ptr_q;
  logic [DATA_W-1:0] fifo_pop_data;
  assign pop_data_o = fifo_pop_data;
  logic [DEPTH-1:0] [DATA_W-1:0] fifo_mem;
  always_ff @(posedge clk or posedge reset)
    if (reset) begin
      rd_ptr_q <= {PTR_W+1{1'b0}};
      wr_ptr_q <= {PTR_W+1{1'b0}};
    end else begin
      rd_ptr_q <= nxt_rd_ptr;
      wr_ptr_q <= nxt_wr_ptr;
    end
  always_comb begin
    nxt_rd_ptr = rd_ptr_q;
    nxt_wr_ptr = wr_ptr_q;
    fifo_pop_data = fifo_mem[rd_ptr_q[PTR_W-1:0]];
    case ({pop_i, push_i})
      ST_PUSH: begin
        nxt_wr_ptr = wr_ptr_q + {{PTR_W{1'b0}}, 1'b1};
      end
      ST_POP: begin
        nxt_rd_ptr = rd_ptr_q + {{PTR_W{1'b0}}, 1'b1};
        fifo_pop_data = fifo_mem[rd_ptr_q[PTR_W-1:0]];
      end
      ST_BOTH: begin
        nxt_wr_ptr = wr_ptr_q + {{PTR_W{1'b0}}, 1'b1};
        nxt_rd_ptr = rd_ptr_q + {{PTR_W{1'b0}}, 1'b1};
      end
    endcase
  end
  always_ff @(posedge clk)
    if (push_i)
      fifo_mem[wr_ptr_q[PTR_W-1:0]] <= push_data_i;
  assign full_o = (rd_ptr_q[PTR_W] != wr_ptr_q[PTR_W]) &
                  (rd_ptr_q[PTR_W-1:0] == wr_ptr_q[PTR_W-1:0]);
  assign empty_o = (rd_ptr_q[PTR_W:0] == wr_ptr_q[PTR_W:0]);
endmodule

===== ./config.mk =====
export PLATFORM = sky130hd
export DESIGN_NAME = APB
export DESIGN_NICKNAME = APB
export VERILOG_FILES = /design/flow/design.v
export SDC_FILE = /design/flow/constraint.sdc
export NUM_CORES = 4
export LEC_CHECK = 1
export CORE_UTILIZATION = 50

===== ./constraint.sdc =====
current_design APB

set clk_period 7.7
set clk_io_pct 0.2

create_clock -name clk0 -period $clk_period [get_ports {clk}]

set non_clock_inputs [all_inputs -no_clocks]
set_input_delay [expr $clk_period * $clk_io_pct] -clock clk0 $non_clock_inputs
set_output_delay [expr $clk_period * $clk_io_pct] -clock clk0 [all_outputs]

==> flow_metrics.tcl <==
# metrics dict for downstream scripts
set metrics [dict create \
    startpoint "fifo.rd_ptr_q[2]" \
    maxSlewHeadroom_pct 51.0 \
    htreeDepth 4 \
    gp_congestion 0.877 \
    ys_area_sq_mm 0.00589 \
    clock_path_buffers 2 \
    area_leaders "edfxtp_1 (33%), dfrtp_1 (21%), mux2_2 (6.5%)" \
    critPathArrivalTime_ns 3.24 \
    cts_tree "built" \
    drtAntennaViolNets 0 \
    syn_area_sq_mm 0.00589 \
    common_cells "nand2_1 (84), edfxtp_1 (64), dfrtp_1 (50)" \
    period_minus_slack_ns 4.78 \
    worstSetupPathType "reg2out" \
    antenna_cells 0 \
    coreArea_sq_mm 0.0115 \
    wl_per_cell_um 15.8 \
    ys_ff 118 \
    rows 39 \
    post_cts_resized 0 \
    place_ws_ns 3.34 \
    ys_warn_count 6 \
    drv_slew 0 \
    die_h_um 111 \
    clkLatencyLatePin_ns 0.40 \
    chipArea_sq_mm 0.0122 \
    fin_area_sq_mm 0.00684 \
    final-hold-violation-count 0 \
    antenna_found_initial 0 \
    finalClockPeriodUsage_pct 62.1 \
    leakage_nw 2.55 \
    top_cell "nand2_1" \
    num_vias 3836 \
    synth.top_cell.area_share_pct 32.6 \
    postSynthAreaPerCell_sq_um 11.5 \
    hp-class "reg2reg" \
    ff2ff_path_depth 6 \
    edf_count 64 \
    yosys-stat-cells 512 \
    numCtsBuffers 17 \
    crit_fanout 66 \
    cp.required_ns 6.16 \
    fin_skew_ns 0.00491 \
    vias_per_cell 5.43 \
    finalSetupTns_ns 0 \
    synth_area_leader_cell "edfxtp_1" \
    drt-initial-drc-count 153 \
    syn_to_final_growth_pct 16.2 \
    rsz0062_at_grt "false" \
    core_util_floorplan_pct 51.3 \
    grt-ovfl-total 0 \
    drv_cap 0 \
    ff_type "edfxtp_1" \
    ios 37 \
    tightest_slew_ns 0.735 \
    placed_area_sq_mm 0.00632 \
    firstDrtPassIters 5 \
    cts_setup_buffers 0 \
    grt_usage_pct 20.5 \
    finalPower_mw 2.31 \
    final_core_util_pct 59.7 \
    vdd.ir_drop.worst_uv 279 \
    final.setup.worst_slack_ns 2.92 \
    grt_pass1_wl_mm 18.8 \
    synth_seq_share_pct 55.7 \
    syn-instance-count 512 \
    grt_pass1_vias 3803 \
    startpoint_type "register" \
    synthDistinctLibCells 44 \
    grt_max_degree 67 \
    port_buffers 36 \
    status "finished clean" \
    clock_sinks 118 \
    drt_wl_total_mm 11.1 \
    crit_path_end_kind "output pin" \
    tool_warnings 27 \
    drc 0 \
    drive_gt1_share_pct 16.3 \
    hold_path.startpoint "apb_slave.simple_memory_interface.LFSR.lfsr_ff[2]" \
    r2r-start "fifo.rd_ptr_q[2]" \
    whs_path_depth 0 \
    powerDensity_mw_per_mm2 338 \
    postCtsHoldBufs 0 \
    path_clk_slew_ns 0.05 \
    cts-root-buf "clkbuf_16" \
    hpwlAfterDp_mm 6.94 \
    die_x_um 111 \
    finalSetupViolCount 0 \
    fmax_ghz 0.209 \
    synth_async_sr_flop_share_pct 45.8 \
]
where the power goes:
part,internal (mW),leakage (nW),switching (mW),total (mW)
Clock,0.432,0.254,0.260,0.692
Combinational,0.314,1.02,0.367,0.681
Sequential,0.812,1.27,0.126,0.939
Total,1.56,2.55,0.754,2.31
state kept, by name, summed over array words and instances (netlist names):
register and cells:
fifo.rd_ptr_q 5, apb_slave.simple_memory_interface.count_ff 4, fifo.wr_ptr_q 5, apb_slave.simple_memory_interface.EDGE_DETECTOR.a_ff 1, apb_master.state_q 3, apb_slave.simple_memory_interface.mem 32
apb_slave.simple_memory_interface.LFSR.lfsr_ff 4, apb_master.rdata_q 32, fifo.fifo_mem 32
area by class of cell:
cell class / instances / area [sq um]
fillers: 890 / 4620
flip-flops and latches: 118 / 3280
multi-input cells: 357 / 2390
repair buffers: 46 / 435
clock buffers: 18 / 429
well taps: 143 / 179
clock inverters: 14 / 92.6
inverters: 10 / 37.5
routing by layer:
| metal | vias to the layer above | GRT usage (%) | wire length, um |
|---|---|---|---|
| met5 | - | 0 | 0 |
| met4 | 0 | 3.11 | 182 |
| met3 | 14 | 4.64 | 471 |
| met2 | 68 | 31.3 | 5220 |
| met1 | 1877 | 33.6 | 5270 |
| li1 | 1877 | - | - |
kinds of logic after synthesis:
group,synth area share (%)
multiplexers,10.9
AND-OR/OR-AND,4.91
buffers and inverters,3.70
adder cells (fa/ha/maj),1.49
AND/OR/NAND/NOR,16.3
flip-flops,55.7
XOR/XNOR,6.99
cell usage in the layout (no fill, tap or decap), drive strengths merged, types with 11 or more instances in the layout:
cell,n
clkbuf,18
clkdlybuf4s50,36
clkinv,11
dfrtp,50
edfxtp,64
mux2,34
mux2i,11
nand2,84
nand3,18
nand4,17
nor2,47
o21ai,34
xnor2,33
xor2,14
per-stage QoR:
step	hold slack, ns	cells
global placement	0.358	674
floorplan	0.354	512
global route	0.371	706
finish	0.365	706
CTS	0.364	706
detailed placement	0.356	674
worst paths after layout:
check	endpoint	slack, ns
max	rd_data_o[13]	2.92
max reg2reg	apb_slave.simple_memory_interface.mem[474]	4.05
min	apb_slave.simple_memory_interface.LFSR.lfsr_ff[3]	0.37
min in group asynchronous	apb_master.rdata_q[2]	1.67
min reg2reg	apb_slave.simple_memory_interface.LFSR.lfsr_ff[3]	0.37
max in group asynchronous	apb_master.rdata_q[27]	5.56
critical path, stage by stage (launching register included):
cell and delay (ns):
dfrtp_1 0.81, mux2i_1 0.16, mux4_2 0.55, mux2i_4 0.15
buf_4 0.55, nor2_1 0.13, clkdlybuf4s50_1 0.43
Power figures rest on the tool's default switching activity, not on a simulated workload.
